==> flow/design.v <==
module invert (input wire i, output wire o);
   assign o = !i;
endmodule
module and2 (input wire i0, i1, output wire o);
  assign o = i0 & i1;
endmodule
module or2 (input wire i0, i1, output wire o);
  assign o = i0 | i1;
endmodule
module xor2 (input wire i0, i1, output wire o);
  assign o = i0 ^ i1;
endmodule
module nand2 (input wire i0, i1, output wire o);
   wire t;
   and2 and2_0 (i0, i1, t);
   invert invert_0 (t, o);
endmodule
module nor2 (input wire i0, i1, output wire o);
   wire t;
   or2 or2_0 (i0, i1, t);
   invert invert_0 (t, o);
endmodule
module xnor2 (input wire i0, i1, output wire o);
   wire t;
   xor2 xor2_0 (i0, i1, t);
   invert invert_0 (t, o);
endmodule
module and3 (input wire i0, i1, i2, output wire o);
   wire t;
   and2 and2_0 (i0, i1, t);
   and2 and2_1 (i2, t, o);
endmodule
module or3 (input wire i0, i1, i2, output wire o);
   wire t;
   or2 or2_0 (i0, i1, t);
   or2 or2_1 (i2, t, o);
endmodule
module nor3 (input wire i0, i1, i2, output wire o);
   wire t;
   or2 or2_0 (i0, i1, t);
   nor2 nor2_0 (i2, t, o);
endmodule
module nand3 (input wire i0, i1, i2, output wire o);
   wire t;
   and2 and2_0 (i0, i1, t);
   nand2 nand2_1 (i2, t, o);
endmodule
module xor3 (input wire i0, i1, i2, output wire o);
   wire t;
   xor2 xor2_0 (i0, i1, t);
   xor2 xor2_1 (i2, t, o);
endmodule
module xnor3 (input wire i0, i1, i2, output wire o);
   wire t;
   xor2 xor2_0 (i0, i1, t);
   xnor2 xnor2_0 (i2, t, o);
endmodule
module mux2 (input wire i0, i1, j, output wire o);
  assign o = (j==0)?i0:i1;
endmodule
module mux4 (input wire [0:3] i, input wire j1, j0, output wire o);
  wire  t0, t1;
  mux2 mux2_0 (i[0], i[1], j1, t0);
  mux2 mux2_1 (i[2], i[3], j1, t1);
  mux2 mux2_2 (t0, t1, j0, o);
endmodule
module mux8 (input wire [0:7] i, input wire j2, j1, j0, output wire o);
  wire  t0, t1;
  mux4 mux4_0 (i[0:3], j2, j1, t0);
  mux4 mux4_1 (i[4:7], j2, j1, t1);
  mux2 mux2_0 (t0, t1, j0, o);
endmodule
module dfrl_16 (input wire  clk, reset, load, input wire [0:15] in, output wire [0:15] out);
  dfrl dfrl_0(clk, reset, load, in[0], out[0]);
  dfrl dfrl_1(clk, reset, load, in[1], out[1]);
  dfrl dfrl_2(clk, reset, load, in[2], out[2]);
  dfrl dfrl_3(clk, reset, load, in[3], out[3]);
  dfrl dfrl_4(clk, reset, load, in[4], out[4]);
  dfrl dfrl_5(clk, reset, load, in[5], out[5]);
  dfrl dfrl_6(clk, reset, load, in[6], out[6]);
  dfrl dfrl_7(clk, reset, load, in[7], out[7]);
  dfrl dfrl_8(clk, reset, load, in[8], out[8]);
  dfrl dfrl_9(clk, reset, load, in[9], out[9]);
  dfrl dfrl_10(clk, reset, load, in[10], out[10]);
  dfrl dfrl_11(clk, reset, load, in[11], out[11]);
  dfrl dfrl_12(clk, reset, load, in[12], out[12]);
  dfrl dfrl_13(clk, reset, load, in[13], out[13]);
  dfrl dfrl_14(clk, reset, load, in[14], out[14]);
  dfrl dfrl_15(clk, reset, load, in[15], out[15]);
endmodule
module mux2_16 (input wire [15:0] i0, i1, input wire j, output wire [15:0] o);
  mux2 mux2_0 (i0[0], i1[0], j, o[0]);
  mux2 mux2_1 (i0[1], i1[1], j, o[1]);
  mux2 mux2_2 (i0[2], i1[2], j, o[2]);
  mux2 mux2_3 (i0[3], i1[3], j, o[3]);
  mux2 mux2_4 (i0[4], i1[4], j, o[4]);
  mux2 mux2_5 (i0[5], i1[5], j, o[5]);
  mux2 mux2_6 (i0[6], i1[6], j, o[6]);
  mux2 mux2_7 (i0[7], i1[7], j, o[7]);
  mux2 mux2_8 (i0[8], i1[8], j, o[8]);
  mux2 mux2_9 (i0[9], i1[9], j, o[9]);
  mux2 mux2_10 (i0[10], i1[10], j, o[10]);
  mux2 mux2_11 (i0[11], i1[11], j, o[11]);
  mux2 mux2_12 (i0[12], i1[12], j, o[12]);
  mux2 mux2_13 (i0[13], i1[13], j, o[13]);
  mux2 mux2_14 (i0[14], i1[14], j, o[14]);
  mux2 mux2_15 (i0[15], i1[15], j, o[15]);
endmodule
module mux8_16 (input wire [0:15] i0, i1, i2, i3, i4, i5, i6, i7, input wire [0:2] j, output wire [0:15] o);
  mux8 mux8_0({i0[0], i1[0], i2[0], i3[0], i4[0], i5[0], i6[0], i7[0]}, j[0], j[1], j[2], o[0]);
  mux8 mux8_1({i0[1], i1[1], i2[1], i3[1], i4[1], i5[1], i6[1], i7[1]}, j[0], j[1], j[2], o[1]);
  mux8 mux8_2({i0[2], i1[2], i2[2], i3[2], i4[2], i5[2], i6[2], i7[2]}, j[0], j[1], j[2], o[2]);
  mux8 mux8_3({i0[3], i1[3], i2[3], i3[3], i4[3], i5[3], i6[3], i7[3]}, j[0], j[1], j[2], o[3]);
  mux8 mux8_4({i0[4], i1[4], i2[4], i3[4], i4[4], i5[4], i6[4], i7[4]}, j[0], j[1], j[2], o[4]);
  mux8 mux8_5({i0[5], i1[5], i2[5], i3[5], i4[5], i5[5], i6[5], i7[5]}, j[0], j[1], j[2], o[5]);
  mux8 mux8_6({i0[6], i1[6], i2[6], i3[6], i4[6], i5[6], i6[6], i7[6]}, j[0], j[1], j[2], o[6]);
  mux8 mux8_7({i0[7], i1[7], i2[7], i3[7], i4[7], i5[7], i6[7], i7[7]}, j[0], j[1], j[2], o[7]);
  mux8 mux8_8({i0[8], i1[8], i2[8], i3[8], i4[8], i5[8], i6[8], i7[8]}, j[0], j[1], j[2], o[8]);
  mux8 mux8_9({i0[9], i1[9], i2[9], i3[9], i4[9], i5[9], i6[9], i7[9]}, j[0], j[1], j[2], o[9]);
  mux8 mux8_10({i0[10], i1[10], i2[10], i3[10], i4[10], i5[10], i6[10], i7[10]}, j[0], j[1], j[2], o[10]);
  mux8 mux8_11({i0[11], i1[11], i2[11], i3[11], i4[11], i5[11], i6[11], i7[11]}, j[0], j[1], j[2], o[11]);
  mux8 mux8_12({i0[12], i1[12], i2[12], i3[12], i4[12], i5[12], i6[12], i7[12]}, j[0], j[1], j[2], o[12]);
  mux8 mux8_13({i0[13], i1[13], i2[13], i3[13], i4[13], i5[13], i6[13], i7[13]}, j[0], j[1], j[2], o[13]);
  mux8 mux8_14({i0[14], i1[14], i2[14], i3[14], i4[14], i5[14], i6[14], i7[14]}, j[0], j[1], j[2], o[14]);
  mux8 mux8_15({i0[15], i1[15], i2[15], i3[15], i4[15], i5[15], i6[15], i7[15]}, j[0], j[1], j[2], o[15]);
endmodule
module reg_file (input wire  clk, reset, wr, input wire [0:2] rd_addr_a, rd_addr_b, wr_addr, input wire [0:15] d_in, output wire [0:15] d_out_a, d_out_b);
  wire [0:7] load;
  wire [0:15] dout_0, dout_1, dout_2, dout_3, dout_4, dout_5, dout_6, dout_7;
  dfrl_16 dfrl_16_0(clk, reset, load[0], d_in, dout_0);
  dfrl_16 dfrl_16_1(clk, reset, load[1], d_in, dout_1);
  dfrl_16 dfrl_16_2(clk, reset, load[2], d_in, dout_2);
  dfrl_16 dfrl_16_3(clk, reset, load[3], d_in, dout_3);
  dfrl_16 dfrl_16_4(clk, reset, load[4], d_in, dout_4);
  dfrl_16 dfrl_16_5(clk, reset, load[5], d_in, dout_5);
  dfrl_16 dfrl_16_6(clk, reset, load[6], d_in, dout_6);
  dfrl_16 dfrl_16_7(clk, reset, load[7], d_in, dout_7);
  demux8 demux8_0(wr, wr_addr[2], wr_addr[1], wr_addr[0], load);
  mux8_16 mux8_16_9(dout_0, dout_1, dout_2, dout_3, dout_4, dout_5, dout_6, dout_7, rd_addr_a, d_out_a);
  mux8_16 mux8_16_10(dout_0, dout_1, dout_2, dout_3, dout_4, dout_5, dout_6, dout_7, rd_addr_b, d_out_b);
endmodule
module reg_alu (input wire clk, reset, sel, wr, input wire [1:0] op, input wire [2:0] rd_addr_a,
  rd_addr_b, wr_addr, input wire [15:0] d_in, output wire [15:0] d_out_a, d_out_b, output wire cout);
  wire [15:0] d_in_alu, d_in_reg; wire cout_0;
  alu alu_0 (op, d_out_a, d_out_b, d_in_alu, cout_0);
  reg_file reg_file_0 (clk, reset, wr, rd_addr_a, rd_addr_b, wr_addr, d_in_reg, d_out_a, d_out_b);
  mux2_16 mux2_16_0 (d_in, d_in_alu, sel, d_in_reg);
  dfr dfr_0 (clk, reset, cout_0, cout);
endmodule
==> flow/run.sh <==
#!/bin/bash
# OpenROAD 26Q1-2900-gdf79404cd8, Yosys 0.63+post, stock flow scripts
make -C /OpenROAD-flow-scripts/flow DESIGN_CONFIG=/design/flow/config.mk WORK_HOME=/design/flow/orfs finish
==> flow/config.mk <==
export PLATFORM = sky130hd
export DESIGN_NAME = mux2_16
export DESIGN_NICKNAME = mux2_16
export VERILOG_FILES = /design/flow/design.v
export SDC_FILE = /design/flow/constraint.sdc
export NUM_CORES = 4
export LEC_CHECK = 1
export CORE_AREA = 10 10 70 70
export DIE_AREA = 0 0 80 80
==> flow/constraint.sdc <==
current_design mux2_16

set clk_period 1.0
set clk_io_pct 0.2

create_clock -name clk0 -period $clk_period

set non_clock_inputs [all_inputs -no_clocks]
set_input_delay [expr $clk_period * $clk_io_pct] -clock clk0 $non_clock_inputs
set_output_delay [expr $clk_period * $clk_io_pct] -clock clk0 [all_outputs]
==> results.yml <==
# flow metrics
worst_setup_path:
  required_ps: 800
  crit_path_max_fanout: 8
  worstSetupPathType: "in2out"
  cp_cell_sequence: "buf_12 -> buf_16 -> mux2_4 -> buf_6"
  worst_path_max_delay_cell: "mux2_4"
  cp_num_buf_inv: 3
  cp-start-kind: "primary input"
  cpPeakStageDelay_ps: 300
  arrival_ps: 860
  crit_path_end_kind: "output pin"
  cp_top_family: "buffers and inverters"
  cp-startpoint: "j"
route:
  wl_per_cell_um: 11.8
  drtIter0Drc: 1
  vias: 348
  antenna_cells: 0
  ant_nets: 0
  first_pass_iters: 2
  route.detailed.drc: 0
  viasPerCell: 3.08
  routed_wl_mm: 1.33
synthesis:
  ys_cells: 34
  yosysTopAreaCellShare: 0.407
  synth.cell_area_um2: 369
  synth.most_common_cell: "buf_4"
  synth_cell_type_count: 5
  synth_cells: 34
  ys_sh_mux: 0.590
  synth_seq_share: 0
  topCombFamilyByArea: "multiplexers"
  ys_area_um2: 369
  syn_avg_cell_area_um2: 10.9
  ys.warnings.count: 0
  top_cells_by_count: "16 x buf_4, 10 x mux2_4, 6 x mux2_2"
  yosysTopAreaCell: "mux2_4"
  ys_sh_aoi: 0
  simple_gate_area_frac: 0
  adder_share: 0
  ys_sh_xor: 0
  synthTopCellsByArea: "mux2_4 41%, buf_4 33%, mux2_2 18%, buf_12 5.4%, buf_6 3.1%"
sta:
  min_period_ps: 1060
  slew_violations: 0
  clock.fmax_ghz: 0.946
  rsz0062_at_grt: "true"
  setup_violations: 16
  fin_crit_sh: 1.06
  whs_ps: 795
  slew_headroom: 0.953
  tightestPinTransition_ps: 70.5
  hold_viol: 0
  fin_ws_ps: -56.6
power_and_ir_drop:
  clkPwrFrac: 0
  p_per_area_nw_per_um2: 380
  max-vdd-ir-drop_uv: 119
  total_power_uw: 307
  p_seq_frac: 0
  p_sw_frac: 0.217
  switching_power_uw: 66.5
  internal-power_uw: 240
  pwr-share-comb: 1.000
  p_leak_uw: 0.000422
cells_and_area:
  flop-count: 0
  final_area_um2: 807
  drive_gt1_frac: 0.522
  n_clock_buffer: 0
  fill_cells: 379
  area_delta_synth_final_pct: 119
  regArea_um2: 0
run:
  tool_warnings: 35
  cap_violations: 0
placement:
  gp_congestion: 0.816
  preCtsSetupSlack_ps: -849
  detailed_place_hpwl_mm: 1.15
  place_area_um2: 786
  port_buffers: 49
floorplanning:
  fp.dieW_um: 80
  initCoreUtil: 0.108
  design.core.area_um2: 3420
  ios: 49
  row_count: 21
  die_h_um: 80
  die_area_um2: 6400
grt:
  grt_overflow: 0
  first_global_vias: 425
  grt_pass1_wl_mm: 2.04
  grt_max_degree: 9
  antenna_found_initial: 0
  track_usage: 0.0395
worst_hold_path:
  hp-start: "i0[8]"
  worstHoldPathType: "in2out"
status:
  status: "complete, but fails checks"
  violations: "setup timing"
clock_tree:
  holdBufCountCts: 0
  post_cts_buffers: 0
path summary, 6_finish.rpt:
path,end,slack (ps),depth (start not counted)
worst max-delay path,o[0],-60,4
worst min-delay path,o[8],800,3
metal layers:
metal  global-route usage  vias up  share of wire
li1                     -      167              -
met1               0.0494      144           0.41
met2               0.0546       37           0.38
met3               0.0318        0           0.22
met4                    0        0              0
met5                    0        -              0
stage by stage:
step | util | instances | TNS [ps]
finish | 0.236 | 113 | -815
global route | 0.236 | 113 | -1100
CTS | 0.222 | 113 | -897
detailed placement | 0.230 | 112 | -13200
global placement | 0.230 | 112 | -13120
floorplan | - | 34 | -458
timing repair:
action,CTS,global route
gates cloned,1,0
gates resized,101,8
endpoints found under the setup margin,16,16
logic make-up (layout without fill, tap and decap cells):
family                 Yosys count  count (layout)
buffers and inverters           18              51
multiplexers                    16              16
area by class of cell:
class	count	area, um2	area share
well taps	46	57.6	0.0713
multi-input cells	16	240	0.298
repair buffers	51	509	0.631
power groups by stage:
stage | Combinational, uW | Clock, uW | Sequential (uW)
after CTS | 281 | 0 | 0
after global routing | 331 | 0 | 0
final | 307 | 0 | 0
layout by cell type (no fill, tap or decap):
cell type | Yosys | routed
dlygate4sd2_1 | 0 | 32
mux2_4 | 10 | 16
buf_6 | 1 | 13
buf_2 | 0 | 3
buf_12 | 1 | 2
buf_16 | 0 | 1
No activity file was given, so power comes from the tool's default toggle rates.
